<file path="flow/run.sh">
#!/bin/bash
# OpenROAD 26Q1-2900-gdf79404cd8, Yosys 0.63+post, stock flow scripts
make -C /OpenROAD-flow-scripts/flow DESIGN_CONFIG=/design/flow/config.mk WORK_HOME=/design/flow/orfs finish
</file>
<file path="flow/config.mk">
export PLATFORM = sky130hd
export DESIGN_NAME = intreqr
export DESIGN_NICKNAME = intreqr
export VERILOG_FILES = /design/flow/design.v
export SDC_FILE = /design/flow/constraint.sdc
export NUM_CORES = 4
export LEC_CHECK = 1
export CORE_AREA = 10 10 70 70
export DIE_AREA = 0 0 80 80
</file>
<file path="flow/constraint.sdc">
current_design intreqr

set clk_period 1.3
set clk_io_pct 0.2

create_clock -name clk0 -period $clk_period [get_ports {CLK}]
create_clock -name clk1 -period $clk_period [get_ports {DTACK}]

set non_clock_inputs [all_inputs -no_clocks]
set_input_delay [expr $clk_period * $clk_io_pct] -clock clk0 $non_clock_inputs
set_output_delay [expr $clk_period * $clk_io_pct] -clock clk0 [all_outputs]
</file>
<file path="flow/design.v">
`timescale 1ns / 1ps
module intreqr(
    input CLK, 
    input [31:0] A,
    inout [15:0] D,
    input AS20, 
    input RW20, 
    input INT2, 
    input DTACK,
    output reg ACK, 
    output reg INTCYCLE, 
    output reg IDEWAIT
);
wire ACCESS = {A[31:15],A[8],A[6:0]} != {16'h00DF, 1'b1,1'b0,3'b001,4'he} | AS20 | ~RW20;  
localparam DELAYS = 8-1;
reg DTACK_D = 1'b1;
reg DTACK_D2 = 1'b1;
reg [15:0] data;
reg [DELAYS:0] count;
always @(negedge DTACK, posedge AS20) begin 
    if (AS20 == 1'b1) begin
        DTACK_D <= 1'b1;
    end else begin 
        DTACK_D <= ACCESS;
    end 
end
always @(posedge CLK, posedge AS20) begin 
    if (AS20 == 1'b1) begin
        DTACK_D2 <= 1'b1;
        ACK <= 1'b1;
        INTCYCLE <= 1'b1;
        IDEWAIT <= 1'b1;
        count <= 8'hFF;
    end else begin 
        if (DTACK_D == 1'b0) begin 
            DTACK_D2 <= DTACK_D;
        end 
        if (DTACK_D2 == 1'b0) begin
            IDEWAIT <= 1'b0;
            if (count[DELAYS-1] == 1'b1) begin 
                data <= {D[15:4], D[3] | ~INT2, D[2:0]};
            end 
            count <= {count[DELAYS-1:0], 1'b0};
        end
        INTCYCLE <= count[DELAYS-1];
        ACK <= count[DELAYS];
    end 
end 
assign D = count[DELAYS] ? 16'bzzzzzzzz_zzzzzzzz : data;
endmodule
</file>
==> results.rst <==
Implementation results
======================

.. list-table::
   :header-rows: 1

   * - Metric
     - Value
   * - Mean instance size in the synthesized netlist
     - 12.5 µm²
   * - Status
     - did not finish
   * - Total CTS buffers
     - 3
   * - Post-CTS resize count
     - 23
   * - Starting density of the core
     - 0.190
   * - Post-detailed-placement half-perimeter wirelength
     - 1.44 mm
   * - Syn Std Cell Area
     - 651 µm²
   * - Post-CTS Hold Fix Bufs
     - 0
   * - Port Buf Inserts
     - 31
   * - CTS root buf
     - sky130_fd_sc_hd__clkbuf_4
   * - Clk buf depth
     - 2
   * - Overall die width
     - 80 µm
   * - Final weighted congestion of routability-driven global placement
     - 0.693
   * - Stop err
     - [error] [KeplerFormal.cpp:679] Workflow failed: Iso has multiple drivers: .D3, D[3]$_DFFE_PP_.Q0
   * - Number of synthesized register bits
     - 13
   * - Number of setup buffers added after CTS
     - 1
   * - Site row count
     - 21
   * - Sequential cell area fraction in the yosys report
     - 0.531
   * - Vertical die dimension
     - 80 µm
   * - Number of H-tree levels
     - 1
   * - Cell count listed in synth_stat.txt
     - 52
   * - Distinct lib cells used
     - 16
   * - Post-synthesis instance total
     - 52
   * - Total cell area reported by yosys after synthesis
     - 651 µm²
   * - Count of synthesis-stage warnings from yosys
     - 2
   * - Stage at which the run stopped
     - 4_1_cts
   * - Count of boundary I/O pins
     - 56
## Yosys cell counts
cell type | count | area share
sky130_fd_sc_hd__and2_1 | 2 | 0.019
sky130_fd_sc_hd__and3b_1 | 1 | 0.013
sky130_fd_sc_hd__buf_4 | 15 | 0.17
sky130_fd_sc_hd__clkbuf_1 | 1 | 0.0058
sky130_fd_sc_hd__conb_1 | 1 | 0.0058
sky130_fd_sc_hd__dfstp_2 | 12 | 0.48
sky130_fd_sc_hd__edfxtp_1 | 1 | 0.046
sky130_fd_sc_hd__inv_1 | 2 | 0.012
sky130_fd_sc_hd__mux2_2 | 7 | 0.12
sky130_fd_sc_hd__nand2b_1 | 1 | 0.0096
sky130_fd_sc_hd__nand4_1 | 2 | 0.019
sky130_fd_sc_hd__nand4b_1 | 1 | 0.013
sky130_fd_sc_hd__nor3b_1 | 1 | 0.012
sky130_fd_sc_hd__nor4_1 | 2 | 0.019
sky130_fd_sc_hd__nor4bb_1 | 1 | 0.015
sky130_fd_sc_hd__or4b_1 | 2 | 0.031
## stage by stage
| stage | hold WS [ps] | setup slack [ps] | cells | utilization | cell area (µm²) |
|---|---|---|---|---|---|
| floorplan | 352 | -549 | 66 | - | 703 |
| global placement | 355 | -1030 | 129 | 0.284 | 970 |
| detailed placement | 359 | -1030 | 129 | 0.284 | 970 |
## cell families after synthesis
| kind of cell | synth area share |
|---|---|
| flops | 0.531 |
| other cells | 0.00576 |
| simple gates | 0.152 |
| buf+inv | 0.190 |
| mux | 0.121 |
