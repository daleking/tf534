==> flow/design.v <==
`timescale 1 ns / 1 ns  
module zxmmc (
           CLOCK,
           nRESET,
           CLKEN,
           ENABLE,
           RS,
           nWR,
           DI,
           DO,
           SD_CS0,
           SD_CS1,
           SD_WCS,
           SD_CLK,
           SD_MOSI,
           SD_MISO);
input   CLOCK;
input   nRESET;
input   CLKEN;
input   ENABLE;
input   RS;
input   nWR;
input   [7:0] DI;
output   [7:0] DO;
output   SD_CS0;
output   SD_CS1;
output  SD_WCS;
output   SD_CLK;
output   SD_MOSI;
input    SD_MISO;
wire    [7:0] DO;
reg     SD_CS0;
reg     SD_CS1;
reg     SD_WCS;
reg       done;
wire    SD_CLK;
wire    SD_MOSI;
reg     [3:0] counter;
reg     [8:0] shift_reg;
reg     [7:0] in_reg;
assign DO = RS ? in_reg : {4'h5, SD_WCS, done, SD_CS1, SD_CS0};
assign SD_CLK = counter[0];
assign SD_MOSI = shift_reg[8];
always @(posedge CLOCK)
begin
    if (nRESET === 1'b 0) begin
        SD_CS0 <= 1'b 1;
        SD_CS1 <= 1'b 1;
        SD_WCS <= 1'b 1;
    end else if (CLKEN === 1'b 1) begin
        if (ENABLE === 1'b 1 & RS === 1'b 0 & nWR === 1'b 0) begin
            SD_CS0 <= DI[0];
            SD_CS1 <= DI[1];
            SD_WCS <= DI[3];
        end
    end
end
always @(posedge CLOCK)
begin
    if (nRESET === 1'b 0) begin
        shift_reg <= {9{1'b 1}};
        in_reg <= {8{1'b 1}};
        counter <= 4'b 1111;    
        done <= 1'b0;
    end else if (CLKEN === 1'b 1) begin
        if (counter === 4'b 1111) begin
            in_reg <= shift_reg[7:0];
            done <= 1'b1;
            if (ENABLE === 1'b 1 & RS === 1'b 1) begin
                if (nWR === 1'b 1) begin
                    shift_reg <= {9{1'b 1}};
                end else begin
                    shift_reg <= {DI, 1'b 1};
                end
                done <= 1'b0;
                counter <= 4'b 0000;   
            end
        end else begin
            counter <= counter + 1;
            if (counter[0] === 1'b 0) begin
                shift_reg[0] <= SD_MISO;
            end else begin
                shift_reg <= {shift_reg[7:0], 1'b 1};
            end
        end
    end
end
endmodule  
==> flow/run.sh <==
#!/bin/bash
# OpenROAD 26Q1-2900-gdf79404cd8, Yosys 0.63+post, stock flow scripts
make -C /OpenROAD-flow-scripts/flow DESIGN_CONFIG=/design/flow/config.mk WORK_HOME=/design/flow/orfs finish
==> flow/config.mk <==
export PLATFORM = sky130hd
export DESIGN_NAME = zxmmc
export DESIGN_NICKNAME = zxmmc
export VERILOG_FILES = /design/flow/design.v
export SDC_FILE = /design/flow/constraint.sdc
export NUM_CORES = 4
export LEC_CHECK = 1
export CORE_AREA = 10 10 99 99
export DIE_AREA = 0 0 109 109
==> flow/constraint.sdc <==
current_design zxmmc

set clk_period 2.2
set clk_io_pct 0.2

create_clock -name clk0 -period $clk_period [get_ports {CLOCK}]

set non_clock_inputs [all_inputs -no_clocks]
set_input_delay [expr $clk_period * $clk_io_pct] -clock clk0 $non_clock_inputs
set_output_delay [expr $clk_period * $clk_io_pct] -clock clk0 [all_outputs]
==> notes.md <==
The synthesis and PnR run went through. Global router's overall resource usage landed at roughly 5.5%. Post-route antenna net violation count landed at 0. Leaving out buffers and inverters, the combinational logic in the layout accounts for between 600 and 700 um^2. Cell internal power was estimated by the tool at about 1.1 mW.

The first global-routing pass estimated 5181 um of wire. Per STA, the startpoint of the critical path is RS. Static leakage landed at approximately 0.67 nW. Area of the die landed at about 12,000 um^2.

According to the timing report, the critical path is captured at DO[2]. Area of all sequential standard cells landed at 500.5 um^2. The clock arrives with 0.002893 ns of skew. The number of antenna violations at the first check in global routing was 0. Headroom to the max-slew limit came out at 72.37%.

Reported net switching power landed at 0.6021 mW. Post-placement setup slack landed at -0.1077 ns. Post-synthesis cell type count landed at 30. The flow measured a signed area growth from synthesis to layout of 42.68%. Number of max-slew violations in the final report landed at 0. Total power normalized to cell area comes to 985.7 nW/um^2. Number of port buffers landed at 27. TritonCTS reports the number of clock sinks as 25.

Flip-flop count of the largest register, all copies and words added landed at 9. Minimum clock period landed at 2.046 ns. The number of global-route vias before repair came to slightly below 1k.

Per the GRT congestion report, total overflow comes to 0. Number of setup violations in the final report landed at 0. Once detailed placement completed, the half-perimeter wirelength came to between 2000 and 2500 um.

The run finished with clean final reports. Based on the critical path, the design can be clocked at up to a little under 500 MHz. Highest ir drop seen on vdd landed at ~0.39 mV.

Total inserted antenna cells landed at 0. STA classifies the critical path startpoint as a primary input. Synthesized flop and latch total landed at 25. Count of TritonRoute iterations in the first routing pass landed at 4. Sequential cells account for approximately 40% of the total power. The clock reaches the later pin of the worst-skew pair after ~0.27 ns. Number of cells in Yosys stat landed at 126.

The post-route netlist has between 10% and 20% of its cells at a drive strength greater than 1. The critical path in the final layout is reported with a setup slack of about 0.15 ns. Setup slack on the worst flop-to-flop path landed at about 0.45 ns. Clock tree synthesis selected as its root buffer the cell clkbuf_8. The final layout contains routed wiring with a total length of approximately 3200 um. Maximum net fanout on the critical path landed at 5. Combinational cells account for ~43% of the total power. Number of DRC violations after detailed-routing iteration 0 landed at about 42. Gate count of the mapped netlist landed at approximately 130. Post-route total power landed at 1.670 mW. Post-CTS clock slew at the launch and capture registers of the worst setup and hold paths landed at around 0.09 ns.

Before any placement, the netlist area is recorded as approximately 1200 um^2. The transition time recorded at the tightest slew-check pin is just over 0.4 ns. I/O pin count landed at 28. The synthesis report lists the Yosys warning total as 1.

Post-route core utilization landed at roughly 22%. The tightest hold path in the finished design has a slack of 0.4811 ns. Core outline area landed at 7727 um^2.

The share of total power dissipated in the clock network is 16.8%. For this run, design rule violations remaining after detail routing come to 0. Post-route period utilization is reported as between 90 and 100%.

Post-detailed-placement cell area landed at between 1500 and 2000 um^2. The tool warning count for the run is 25. Floorplan die height landed at approximately 110 um. Number of cells on the worst reg-to-reg path landed at 6. Entering global routing, the biggest net connects 26 pins.

STA classifies the critical path endpoint as an output pin. Average cell area after synthesis landed at between 9 and 10 um^2. In this run the horizontal extent of the chip is roughly 110 um. Maximum count of clock buffers along a single path landed at 2. The share of the core area taken by cells at floorplan is approximately 15%.

At the worst endpoint, the required time is about 1.8 ns. For reference, the placement row count at floorplan is 32. Design area landed at between 1500 and 2000 um^2. Setup repair after global routing left no endpoint under its margin. The tool flagged a number of max-cap violations equal to 0. Per the CTS log, the maximum H-tree level is 1.

The chip area line in the Yosys stat output reads between 1000 and 1500 um^2. CTS added clock buffers totalling 3. Sequential elements use 42.15% of the synthesized area.

Looking at the reg2reg group, the worst path starts from counter[0]. Number of vias in the routed layout landed at between 1k and 1.5k. TritonCTS built the clock tree. Per the timing report, the most critical flop-to-flop path finishes at counter[1]. Number of hold violations in the final report landed at 0. The type recorded for the worst min-delay path is reg -> reg. The critical path is of the in -> out type. Arrival time reported for the critical path endpoint landed at 1.61 ns.

The layout has 841 filler cells. The script logs the mean routed wire length per placed instance as 12.36 um. Weighted congestion reported at the end of routability-driven placement landed at ~0.76.

Per the breakdown, switching nets consume around 36% of all power. Average via count per standard cell landed at between 3 and 4.
-- logic make-up after synthesis --
family / after synthesis / share of synthesized area (%)
and+or+nand+nor: 44 / 20.02
AOI/OAI and AO/OA: 31 / 22.65
buffers and inverters: 16 / 6.217
muxes: 8 / 7.165
xor gates and xnor gates: 1 / 0.7378
DFF: 25 / 42.15
adders and majority gates: 1 / 1.054
-- placed cells by master, fill, tap and decap left out, types with 2 or more instances in the layout --
master | Yosys | routed
o211ai_1 | 18 | 18
mux2_2 | 4 | 4
or3_1 | 8 | 8
mux2i_1 | 4 | 4
inv_1 | 8 | 8
nand3_1 | 3 | 3
and2_1 | 4 | 4
o211ai_2 | 6 | 6
nand2b_1 | 2 | 2
clkbuf_8 | 0 | 3
dfxtp_1 | 25 | 25
buf_4 | 1 | 7
clkdlybuf4s50_1 | 0 | 26
nand2_1 | 20 | 20
o21ai_0 | 3 | 3
-- how the worst min path moves through the flow --
stage / start / endpoint / slack [ns] / cells past startpoint
finish: in_reg[6] / in_reg[6] / 0.48 / 2
global route: in_reg[3] / in_reg[3] / 0.51 / 2
CTS: in_reg[4] / in_reg[4] / 0.49 / 2
-- cell usage after synthesis, drive strengths merged --
library cell  count  area (um^2)
a21oi             1        5.000
buf               5        32.53
o21ai             3        15.01
and3              1        6.260
nor3              2        15.01
nand4             1        21.27
nand2            20        75.07
clkbuf            3        11.26
o22ai             1        20.02
o211a             1        10.01
mux2              4        45.04
nand3b            1        7.510
o211ai           24        210.2
nand3             3        15.01
mux2i             4        40.04
ha                1        12.51
a41oi             1        8.760
dfxtp            25        500.5
and2              4        25.02
nor2b             1        6.260
or3               8        50.05
xor2              1        8.760
inv               8        30.03
nand2b            2        12.51
nor2              1        3.750
-- what timing repair did --
action,4_1_cts,5_1_grt
endpoints found under the setup margin,4,0
gates resized,1,0
setup buffers,1,0
hold buffers,0,0
-- layout make-up --
cell class                      instances  share of cell area (%)
Clock buffer                            3                   2.437
Clock inverter                          1                  0.4431
Inverter                                8                   1.773
Multi-Input combinational cell         85                   36.19
Sequential cell                        25                   29.54
Tap cell                              102                   7.533
Timing Repair Buffer                   36                   22.08
-- metal layers --
metal  track usage, %  vias up  part of all wire, %
met5                0        -                    0
met4           0.4708        0                 0.72
met3            1.493        2                  4.9
met2            8.826       19                   45
met1            7.575      473                   50
li1                 -      517                    -
-- power groups by stage --
stage	Combinational [mW]	Sequential [mW]	Clock (mW)
after CTS	0.728	0.668	0.290
after global routing	0.804	0.688	0.316
final	0.723	0.666	0.280
-- worst max-delay path: stages --
cell and delay, ns:
dlygate4sd2_1 0.28, buf_12 0.14, mux2_2 0.32, clkdlybuf4s50_1 0.43
-- through the flow --
step	setup TNS [ns]	cells
2_1_floorplan	0	126
3_3_place_gp	-0.3642	254
3_5_place_dp	-0.3620	254
4_1_cts	0	260
5_1_grt	0	260
6_report	0	260
Power and IR drop assume default switching activity.
